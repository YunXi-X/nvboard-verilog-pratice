==> ./design.v <==
module addr_4(a,b,sum,cout,overflow);
	input [3:0] a,b;
	output [3:0] sum;
	output cout,overflow;
	wire [3:0] temp;
	assign {cout,temp[3:0]} = a+b; 
	assign sum = temp[3]?({temp[3],~temp[2:0]}):temp;
	assign overflow = (a[3]==b[3])&&(sum[3]!=a[3]);
endmodule
module sub_4(a,b,res,cout,overflow);
	input [3:0]a,b;
	output [3:0] res;
	output cout;
	output overflow;
	wire [3:0] a_1,b_1;
	wire [3:0] b_sub,b_sub_1;
	wire [3:0] temp;
	assign a_1=(a[3])?({a[3],~a[2:0]}+1'b1):a;
	assign b_1=(b[3])?({b[3],~b[2:0]}+1'b1):b;
	assign b_sub = {~b[3],b[2:0]};
	assign b_sub_1 = b_sub[3]?({b_sub[3],~b_sub[2:0]}+1'b1):b_sub;
	addr_4 addr_i0(.a(a_1),.b(b_sub_1),.sum(res),.cout(cout),.overflow(overflow));
endmodule
==> ./run.sh <==
#!/bin/bash
# OpenROAD 26Q1-2900-gdf79404cd8, Yosys 0.63+post, stock flow scripts
make -C /OpenROAD-flow-scripts/flow DESIGN_CONFIG=/design/flow/config.mk WORK_HOME=/design/flow/orfs finish
==> ./config.mk <==
export PLATFORM = sky130hd
export DESIGN_NAME = sub_4
export DESIGN_NICKNAME = sub_4
export VERILOG_FILES = /design/flow/design.v
export SDC_FILE = /design/flow/constraint.sdc
export NUM_CORES = 4
export LEC_CHECK = 1
export CORE_AREA = 10 10 70 70
export DIE_AREA = 0 0 80 80
==> ./constraint.sdc <==
current_design sub_4

set clk_period 3.8
set clk_io_pct 0.2

create_clock -name clk0 -period $clk_period

set non_clock_inputs [all_inputs -no_clocks]
set_input_delay [expr $clk_period * $clk_io_pct] -clock clk0 $non_clock_inputs
set_output_delay [expr $clk_period * $clk_io_pct] -clock clk0 [all_outputs]
==> results.json <==
{
  "most_common_cell": "ha_1",
  "port_buffers": 14,
  "nFlopsAndLatches": 0,
  "critical_path.max_stage_delay_ns": 0.52,
  "via_per_inst": 3.077,
  "top_area_share_pct": 22.64,
  "setup_viol": 0,
  "row_count": 21,
  "p_per_area_nw_per_um2": 247.0,
  "n_antenna_cell": 0,
  "drtPass1Iterations": 2,
  "endpoint_kind": "primary output",
  "tool_warnings": 32,
  "path_depth": 5,
  "crit_fanout": 3,
  "met2_length_microns": 324,
  "slew_headroom_pct": 80.10,
  "hold_class": "input port to primary output",
  "adder_share_pct": 28.68,
  "wl_microns": 915,
  "cpMostUsedCell": "clkdlybuf4s50_1",
  "timing.hold.ws_ns": 2.383,
  "antenna_found_initial": 0,
  "die_w_microns": 80,
  "synth_chip_area_sq_um": 331.6,
  "rsz0062_at_grt": "false",
  "ys_top_logic_family": "XOR/XNOR gates",
  "wl_met1_microns": 519,
  "finish.utilization_pct": 17.11,
  "startpoint": "b[3]",
  "logic_area_sq_um": 310.3,
  "initCoreUtil_pct": 9.707,
  "yosysTopAreaCell": "ha_1",
  "drt_iter0_drc": 5,
  "crit_path_start_kind": "input port",
  "netlist_instances": 37,
  "cap_violations": 0,
  "xor_area_share_pct": 30.94,
  "crit_arrival_ns": 2.97,
  "ys_sh_aoi_pct": 12.83,
  "final_cells": 104,
  "syn_to_final_growth_pct": 76.23,
  "cp_top_family": "buffers and inverters",
  "chipArea_sq_um": 6400,
  "power_leakage_nw": 0.3034,
  "grt_max_degree": 7,
  "yosys-top-cells-count": "ha_1 (6), inv_1 (5), xnor3_1 (3)",
  "routedWlPerCell_microns": 8.798,
  "dp_hpwl_microns": 777.6,
  "route.detailed.drc": 0,
  "io_pins": 14,
  "crit_path_end": "res[1]",
  "crit_path_cell_trace": "clkdlybuf4s50_1 > mux2_2 > fa_1 > xnor3_1 > clkdlybuf4s50_1",
  "syn-cell-area_sq_um": 331.6,
  "area_leaders": "ha_1 (23%), xnor3_1 (20%), fa_1 (6.0%)",
  "design_area_sq_um": 584.3,
  "synth_cell_types": 22,
  "dr_total_vias": 320,
  "grt_pass1_vias": 336,
  "ys_cells": 37,
  "peakVddDrop_mv": 0.1554,
  "post_dp_cell_area_sq_um": 559.3,
  "tightest_slew_ns": 0.2959,
  "grt_pass1_wl_microns": 1524,
  "ys_warn_count": 0,
  "cp_slowest_cell": "clkdlybuf4s50_1",
  "yosys.area_share.simple_pct": 13.96,
  "slew_viol_final": 0,
  "overflow": 0,
  "seqCellArea_sq_um": 0,
  "fin_crit_ns": 3.727,
  "place_inst": 101,
  "hold_viol_final": 0,
  "drive_gt1_share_pct": 27.59,
  "coreArea_sq_um": 3416,
  "wl_met3_microns": 71,
  "die_h_microns": 80,
  "critPathBufInv": 2,
  "top_layer": "met3",
  "crit_type": "input port to primary output",
  "hold_buffers": 0,
  "grt_use_total_pct": 2.852,
  "nFillCells": 405,
  "mux_share_pct": 3.396,
  "place.gp.congestion": 0.7762,
  "ys_seq_share_pct": 0,
  "ant_nets": 0,
  "syn_area_per_cell_sq_um": 8.961,
  "fin_crit_sh_pct": 98.09,
  "worst_ep_required_time_ns": 3.04,
  "nClkBuffers": 0,
  "max_freq_mhz": 268.3,
  "outcome": "completed"
}
[metal layers]
layer | vias up | GRT usage (%)
met4 | 0 | 0
met5 | - | 0
met3 | 0 | 1.023
met2 | 14 | 3.451
met1 | 135 | 4.736
li1 | 171 | -
[through the flow]
stage	setup TNS [ns]	setup slack [ns]	power, mW
6_report	0	0.07266	0.1443
5_1_grt	0	0.007287	0.1619
4_1_cts	0	0.05880	0.1475
3_5_place_dp	-0.7701	-0.2403	0.1443
3_3_place_gp	-0.5887	-0.1865	0.1436
2_1_floorplan	0	0.8007	0.06882
[worst min path at each step]
stage        end  startpoint  cells after the start
4_1_cts   res[0]        a[0]                      5
5_1_grt   res[0]        b[0]                      5
6_report  res[0]        b[0]                      5
[what timing repair did]
item,4_1_cts,5_1_grt
setup endpoints to repair,6,0
hold endpoints to repair,0,0
resized,13,0
setup buffers,3,0
[area by class of cell]
type,count,share of cell area [%]
multi-input cells,30,53.11
inverters,5,3.212
well taps,46,9.850
repair buffers,23,33.83
[report_power, final]
group / total, mW / internal, mW / switching [mW]
registers: 0 / 0 / 0
clock network: 0 / 0 / 0
logic: 0.144 / 0.0990 / 0.0453
total: 0.144 / 0.0990 / 0.0453
[cell usage in the layout, fill, tap and decap left out, drive strengths merged]
cell type / count
ha: 6
and2: 1
mux2: 1
o21ai: 1
a21oi: 2
nor2: 2
xnor3: 3
inv: 5
o31ai: 1
nand2b: 1
nand3: 1
nor3: 2
fa: 1
buf: 9
xnor2: 2
xor2: 2
a21o: 2
and3: 1
dlygate4sd2: 8
nand2: 1
clkdlybuf4s50: 6
[cells by family (layout without fill, tap and decap cells)]
kind of cell,Yosys count,after routing
and+or+nand+nor,9,9
adders and majority gates,7,7
xor gates and xnor gates,7,7
buffers and inverters,7,28
AOI/OAI and AO/OA,6,6
muxes,1,1
Power figures rest on the tool's default switching activity, not on a simulated workload.
