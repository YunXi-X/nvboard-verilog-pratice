==> flow/design.v <==
module lfsr(clk,out);
input clk;
output reg [7:0]out;
reg [7:0]counter;
    always@(posedge clk) begin
        if(out == 8'b00000000) begin
            counter = 8'b00000000;
            out <= 8'b0000001;
        end
            else begin
            if (counter < 8'b11111111) begin
                out[7]<=out[4]^out[3]^out[2]^out[0];
                out[6]<=out[7];                
                out[5]<=out[6];                
                out[4]<=out[5];                
                out[3]<=out[4];                
                out[2]<=out[3];                
                out[1]<=out[2];                
                out[0]<=out[1];                
              counter = counter + 1;
            end else begin
                out <= 8'b00000000;
            end
        end
    end
endmodule
module lfsr_top(clk,out);
    input clk;
    output reg [7:0] out;
    lfsr lfsr_i0(.clk(clk),.out(out));
endmodule 
==> flow/run.sh <==
#!/bin/bash
# OpenROAD 26Q1-2900-gdf79404cd8, Yosys 0.63+post, stock flow scripts
make -C /OpenROAD-flow-scripts/flow DESIGN_CONFIG=/design/flow/config.mk WORK_HOME=/design/flow/orfs finish
==> flow/config.mk <==
export PLATFORM = sky130hd
export DESIGN_NAME = lfsr_top
export DESIGN_NICKNAME = lfsr_top
export VERILOG_FILES = /design/flow/design.v
export SDC_FILE = /design/flow/constraint.sdc
export NUM_CORES = 4
export LEC_CHECK = 1
export CORE_AREA = 10 10 70 70
export DIE_AREA = 0 0 80 80
==> flow/constraint.sdc <==
current_design lfsr_top

set clk_period 2.2
set clk_io_pct 0.2

create_clock -name clk0 -period $clk_period [get_ports {clk}]

set non_clock_inputs [all_inputs -no_clocks]
set_input_delay [expr $clk_period * $clk_io_pct] -clock clk0 $non_clock_inputs
set_output_delay [expr $clk_period * $clk_io_pct] -clock clk0 [all_outputs]
==> results.cfg <==
; implementation run metrics
[run_status]
status = completed

[synth]
edf_count = 0
synth_cells = 67
top_cell = dfxtp_1
syn_area_um2 = 658.1
ys_top_cells_by_count = dfxtp_1 (16), o21ai_0 (6), nor3_1 (5)
yosys_area_um2 = 658.1
ys_warn_count = 1
synth_top_flop_cell = dfxtp_1
ys_types = 26
area_leaders = dfxtp_1 (49%), o21ai_0 (4.6%), xnor2_1 (4.0%), nor3_1 (3.8%), and2b_1 (3.4%)
synth_area_leader_cell = dfxtp_1
async_flop_share = 0
yosysCellCount = 67
synth_flop_count = 16
ys_seq_frac = 0.4867
yosysTopAreaCellShare = 0.4867
postSynthAreaPerCell_um2 = 9.823

[clock_network]
h-tree-depth = 1
cts_root_buffer = clkbuf_4
clockBufferDepth = 2
post_cts.repair.setup_buffers = 0
cts.sinks = 16
clk_pin_slew_ps = 90
cts_resized = 0
clk_latency_ps = 290
cts_hold_buffers = 0
tritoncts = built
cts_buffers = 3

[grt]
antenna_found_initial = 0
grt_pass1_wl_mm = 2.214
grt_pass1_vias = 475
grt_max_degree = 10
gr-total-overflow = 0
grtUsageTotal = 0.04253

[sta]
max_slew_margin = 0.7771
setup_viol = 0
min_period_ps = 1618
period_used_share = 0.7356
worst_pin_slew_ps = 333.2
finalSetupTns_ps = 0
setup_ws_ps = 581.6
grt_setup_unrepaired = no
slew_viol_final = 0
fin_worst_skew_ps = 8.340
finalHoldViolCount = 0
max_freq_ghz = 0.6179

[placed_design]
io_buffers = 8
place_ws_ps = 785.2
dp_hpwl_um = 862.3
gp_congestion = 0.8120

[die]
core_area_um2 = 3416
initCoreUtil = 0.1927
die_x_um = 80
die-area_um2 = 6400
io_pins = 9
die_h_um = 80
rows = 21

[critical_path]
end_kind = output pin
cpPeakStageDelay_ps = 500
crit_fanout = 4
required_ps = 1760
crit_buf_inv = 1
critPathSlowestCell = clkdlybuf4s50_1
critical_path_class = reg -> out
critPathTopFamily = buffers and inverters
worst_ep_arrival_time_ps = 1180
path_cells = clkdlybuf4s50_1
start_kind = flop

[route]
first_pass_iters = 4
dr_wl_met3_um = 177
wl_mm = 1.239
wl_met2_um = 466
drc_errors = 0
antennaDiodeCount = 0
avgViaCountPerCell = 4.331
via_count = 537
wl_per_cell_um = 9.992
drt-initial-drc-count = 67
ant_nets = 0
highest_layer = met4
routedLengthMet1_um = 584

[layout]
fillers = 383
drive_gt1_frac = 0.1026
fin_util = 0.2421
area_delta_synth_final_pct = 25.67
seq_area_um2 = 320.3
mi_logic_area_um2 = 329.1

[run]
cap_violations = 0
warning_count = 25

[power]
ir_drop_mv = 0.5780
total_power_uw = 480.9
power_leakage_nw = 0.2804
p_per_area_nw_per_um2 = 581.5

[min_path]
hp-class = reg -> reg
cell type report:
cell class	instances	share of cell area
multi-input cells	49	0.3979
flip-flops and latches	16	0.3873
repair buffers	8	0.09682
well taps	46	0.06959
clock buffers	4	0.04387
inverters	1	0.004539
power by group:
| group | leakage (nW) | internal (mW) | switching [mW] | total [mW] |
|---|---|---|---|---|
| clock | 0.0210 | 0.101 | 0.0907 | 0.192 |
| combinational | 0.131 | 0 | 0 | 0.000000131 |
| sequential | 0.129 | 0.289 | 0 | 0.289 |
| total | 0.280 | 0.390 | 0.0907 | 0.481 |
metrics by stage:
| stage | hold WS [ps] | cell area (µm²) | cells |
|---|---|---|---|
| floorplan | 434.5 | 658.1 | 67 |
| global placement | 471.2 | 790.8 | 120 |
| detailed placement | 479.3 | 790.8 | 120 |
| CTS | 494.5 | 827.0 | 124 |
| global route | 512.1 | 827.0 | 124 |
| finish | 493.0 | 827.0 | 124 |
per-layer routing:
metal,vias up,track usage
met5,-,0
met4,0,0.005282
met3,2,0.03636
met2,18,0.05377
met1,249,0.05461
li1,268,-
flip-flops by register name, indices dropped and copies added, names as in the netlist:
| name | count |
|---|---|
| lfsr_i0.counter | 8 |
| lfsr_i0.out | 8 |
path summary, 6_finish.rpt:
path                                        start                               to  slack [ps]  cells past startpoint
hold reg to reg   lfsr_i0.counter[1]$_SDFFE_PN0N_  lfsr_i0.counter[1]$_SDFFE_PN0N_         490                      2
setup / recovery        lfsr_i0.out[3]$_SDFF_PP0_                           out[3]         580                      1
setup reg to reg  lfsr_i0.counter[0]$_SDFFE_PN0N_        lfsr_i0.out[3]$_SDFF_PP0_         760                      4
hold / removal    lfsr_i0.counter[1]$_SDFFE_PN0N_  lfsr_i0.counter[1]$_SDFFE_PN0N_         490                      2
layout by cell type (no fill, tap or decap), types with 3 or more instances in the layout:
master	instances
nor2_1	3
nor3_1	5
and3_1	3
a21oi_1	3
clkdlybuf4s50_1	8
dfxtp_1	16
o21ai_0	6
xnor2_1	3
clkbuf_4	3
and2b_1	3
cell families after synthesis:
logic type      share of synthesized area
simple gates                       0.2700
compound gates                     0.1407
flops                              0.4867
xor+xnor                          0.03993
buf+inv                           0.01330
mux                               0.03042
fa+ha+maj                         0.01901
Power is estimated from default activity; no workload was simulated.
