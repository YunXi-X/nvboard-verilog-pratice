**./config.mk**
```make
export PLATFORM = sky130hd
export DESIGN_NAME = alu
export DESIGN_NICKNAME = alu
export VERILOG_FILES = /design/flow/design.v
export SDC_FILE = /design/flow/constraint.sdc
export NUM_CORES = 4
export LEC_CHECK = 1
export CORE_AREA = 10 10 102 102
export DIE_AREA = 0 0 112 112
```
**./constraint.sdc**
```tcl
current_design alu

set clk_period 7.1
set clk_io_pct 0.2

create_clock -name clk0 -period $clk_period

set non_clock_inputs [all_inputs -no_clocks]
set_input_delay [expr $clk_period * $clk_io_pct] -clock clk0 $non_clock_inputs
set_output_delay [expr $clk_period * $clk_io_pct] -clock clk0 [all_outputs]
```
**./design.v**
```verilog
module MuxKey #(NR_KEY = 2, KEY_LEN = 1, DATA_LEN = 1) (
  output [DATA_LEN-1:0] out,
  input [KEY_LEN-1:0] key,
  input [NR_KEY*(KEY_LEN + DATA_LEN)-1:0] lut
);
  MuxKeyInternal #(NR_KEY, KEY_LEN, DATA_LEN, 0) i0 (out, key, {DATA_LEN{1'b0}}, lut);
endmodule
module MuxKeyInternal #(NR_KEY = 2, KEY_LEN = 1, DATA_LEN = 1, HAS_DEFAULT = 0) (
  output reg [DATA_LEN-1:0] out,
  input [KEY_LEN-1:0] key,
  input [DATA_LEN-1:0] default_out,
  input [NR_KEY*(KEY_LEN + DATA_LEN)-1:0] lut
);
  localparam PAIR_LEN = KEY_LEN + DATA_LEN;
  wire [PAIR_LEN-1:0] pair_list [NR_KEY-1:0];
  wire [KEY_LEN-1:0] key_list [NR_KEY-1:0];
  wire [DATA_LEN-1:0] data_list [NR_KEY-1:0];
  generate
    for (genvar n = 0; n < NR_KEY; n = n + 1) begin
      assign pair_list[n] = lut[PAIR_LEN*(n+1)-1 : PAIR_LEN*n];
      assign data_list[n] = pair_list[n][DATA_LEN-1:0];
      assign key_list[n]  = pair_list[n][PAIR_LEN-1:DATA_LEN];
    end
  endgenerate
  reg [DATA_LEN-1 : 0] lut_out;
  reg hit;
  integer i;
  always @(*) begin
    lut_out = 0;
    hit = 0;
    for (i = 0; i < NR_KEY; i = i + 1) begin
      lut_out = lut_out | ({DATA_LEN{key == key_list[i]}} & data_list[i]);
      hit = hit | (key == key_list[i]);
    end
    if (!HAS_DEFAULT) out = lut_out;
    else out = (hit ? lut_out : default_out);
  end
endmodule
module MuxKeyWithDefault #(NR_KEY = 2, KEY_LEN = 1, DATA_LEN = 1) (
  output [DATA_LEN-1:0] out,
  input [KEY_LEN-1:0] key,
  input [DATA_LEN-1:0] default_out,
  input [NR_KEY*(KEY_LEN + DATA_LEN)-1:0] lut
);
  MuxKeyInternal #(NR_KEY, KEY_LEN, DATA_LEN, 1) i0 (out, key, default_out, lut);
endmodule
module addr_4(a,b,sum,cout,overflow);
	input [3:0] a,b;
	output [3:0] sum;
	output cout,overflow;
	wire [3:0] temp;
	assign {cout,temp[3:0]} = a+b; 
	assign sum = temp[3]?({temp[3],~temp[2:0]}):temp;
	assign overflow = (a[3]==b[3])&&(sum[3]!=a[3]);
endmodule
module alu(
	input [3:0] a,
	input [3:0]	b,	
	input [2:0] i_mod,		 
	output o_overflow,	 
	output o_cout,
	output [7:0] o_seg,
    output [3:0] o_res,
    output [7:0] o_minus
);
	wire [3:0] a_1,b_1,b_sub,b_sub_1;
	wire [3:0] b_sub_1;
    wire o_overflow_1, o_overflow_2, o_cout_1, o_cout_2;
    wire [3:0] o_res_1, o_res_2;
    wire [3:0] o_max, o_and, o_or, o_not, o_xor, o_equ;
	assign o_not=~a;
	assign a_1=(a[3])?({a[3],~a[2:0]}+1'b1):a;
	assign b_1=(b[3])?({b[3],~b[2:0]}+1'b1):b;
	assign b_sub = {~b[3],b[2:0]};
	assign b_sub_1 = (b_sub[3])?({b_sub[3],~b[2:0]}+1'b1):b_sub;
	addr_4 addr_4_i1(.a(a_1),.b(b_1),.sum(o_res_1),.cout(o_cout_1),.overflow(o_overflow_1));
	addr_4 addr_4_i2(.a(a_1),.b(b_sub_1),.sum(o_res_2),.cout(o_cout_2),.overflow(o_overflow_2));
	log_max max_i0(.a(a),.b(b),.out(o_max));
	log_and and_i0(.a(a),.b(b),.out(o_and));
	log_or or_i0(.a(a),.b(b),.out(o_or));
	log_xor xor_i0(.a(a),.b(b),.out(o_xor));
    log_equ eq_i0(.a(a),.b(b),.out(o_equ));
    MuxKey #(8,3,4) Mux_i0(o_res,i_mod,{
            3'b000,o_res_1,
            3'b001,o_res_2,
            3'b010,o_not,
            3'b011,o_and,
            3'b100,o_or,
            3'b101,o_xor,
            3'b110,o_max,
            3'b111,o_equ
        });
    MuxKey #(2,3,1) Mux_i1(o_cout,i_mod,{
            3'b000,o_cout_1,
            3'b001,o_cout_2
        });
    MuxKey #(2,3,1) Mux_i2(o_overflow,i_mod,{
            3'b000,o_overflow_1,
            3'b001,o_overflow_2
        });
    seg seg_i0(.i_minus(o_res[3]),.i_seg(o_res[2:0]),.o_seg(o_seg));
    assign o_minus = o_res[3]?8'b11111101:8'b11111111;
endmodule
module log_and(a,b,out);
	input reg [3:0] a,b;
	output reg [3:0]out;
	assign out = a & b;
endmodule
module log_equ(input [3:0]a, input [3:0]b,output [3:0]out);
	assign out = (a==b)? 4'b0001:4'b0000;
endmodule
module log_max(input [3:0]a,b,output [3:0]out);
	assign out = (a>b)?a:b;
endmodule
module log_or(a,b,out);
	input [3:0] a,b;
	output [3:0]out;
	assign out = (a|b);
endmodule
module log_xor(a,b,out);
	input reg [3:0]a,b;
	output reg [3:0]out;
	assign out = a^b;
endmodule
module seg(
    input       i_minus,
    input [2:0] i_seg,
    output reg [7:0] o_seg
);
    parameter num0 = 8'b1111_1101;
    parameter num1 = 8'b0110_0000;
    parameter num2 = 8'b1101_1010;
    parameter num3 = 8'b1111_0010;
    parameter num4 = 8'b0110_0110;
    parameter num5 = 8'b1011_0110;
    parameter num6 = 8'b1011_1110;
    parameter num7 = 8'b1110_0000;
    parameter num8 = 8'b1111_1111;
    always @(i_seg) begin
        if(~i_minus) begin
            case(i_seg)
                3'd0 : o_seg <= ~num0;
                3'd1 : o_seg <= ~num1;
                3'd2 : o_seg <= ~num2;
                3'd3 : o_seg <= ~num3;
                3'd4 : o_seg <= ~num4;
                3'd5 : o_seg <= ~num5;
                3'd6 : o_seg <= ~num6;
                3'd7 : o_seg <= ~num7;
            endcase
        end
        else if(i_minus) begin
            case(i_seg)
                3'd0 : o_seg <= ~num1;
                3'd1 : o_seg <= ~num2;
                3'd2 : o_seg <= ~num3;
                3'd3 : o_seg <= ~num4;
                3'd4 : o_seg <= ~num5;
                3'd5 : o_seg <= ~num6;
                3'd6 : o_seg <= ~num7;
                3'd7 : o_seg <= ~num8;
            endcase
        end
    end
endmodule
```
**./run.sh**
```bash
#!/bin/bash
# OpenROAD 26Q1-2900-gdf79404cd8, Yosys 0.63+post, stock flow scripts
make -C /OpenROAD-flow-scripts/flow DESIGN_CONFIG=/design/flow/config.mk WORK_HOME=/design/flow/orfs finish
```
==> flow_metrics.tcl <==
# yosys + openroad results
set metrics [dict create \
    drcViolationCount 0 \
    min_period_ps 6840 \
    arrival_ps 5420 \
    syn-cell-area_um2 1480 \
    coreArea_um2 8220 \
    dp_hpwl_mm 3.23 \
    tns_ps 0 \
    initialDrtViolationCount 44 \
    end_kind "primary output" \
    whs_path_depth 5 \
    cp-startpoint "b[0]" \
    grt_antenna_before_repair 0 \
    vias 1287 \
    seq_cells 0 \
    drive_gt1_share_pct 11.8 \
    final-seq-area_um2 0 \
    yosysTopAreaCellShare_pct 23.7 \
    ys_seq_share_pct 0 \
    dr.pass1.iters 4 \
    die_h_um 112 \
    fin_hold_ws_ps 4170 \
    period_used_pct 96.4 \
    cp-start-kind "input port" \
    setup_viol 0 \
    post_cts_buffers 0 \
    holdPathEnd "o_cout" \
    wl_mm 3.76 \
    grt_usage_pct 5.62 \
    fmax_ghz 0.146 \
    place_congestion 0.920 \
    ir_drop_v 0.0000351 \
    yosys_warnings 5 \
    status "complete, no violations" \
    synth_cells 185 \
    vias_per_cell 4.07 \
    die_w_um 112 \
    grt_pass1_vias 1260 \
    wire_per_inst_um 11.9 \
    top_area_cell "ha_1" \
    tightest_slew_ps 684 \
    grt_max_degree 24 \
    chipArea_um2 12500 \
    detail-route-antenna-nets 0 \
    topCellsByArea "ha_1 24%, mux2i_1 6.1%, xnor2_1 5.3%" \
    slew_viol_final 0 \
    n_antenna_cell 0 \
    io_buffer_count 26 \
    rows 33 \
    leakagePower_nw 0.853 \
    relSlewSlack_pct 54.3 \
    drv_cap 0 \
    warnings 47 \
    yosysChipArea_um2 1480 \
    cp_data_required_time_ps 5680 \
    hp-start "i_mod[1]" \
    clock_buffer_count 0 \
    common_cells "28 x ha_1, 20 x inv_1, 18 x nor2_1, 10 x a21oi_1, 10 x buf_4" \
    hold_buffers 0 \
    ioPinCount 33 \
    hold_viol_final 0 \
    grt_pass1_wl_mm 6.14 \
    grt_overflow_total 0 \
    ys_types 47 \
    pwr_density_cell_nw_per_um2 135 \
    rsz0062_at_grt "no" \
    fp_util_pct 18.0 \
    critPathKind "in2out" \
    power_mw 0.252 \
    critPathMaxFanout 5 \
    hold_path_class "in2out" \
    most_common_cell "ha_1" \
    syn-mean-instance-area_um2 7.99 \
    yosys_cells 185 \
    area_delta_synth_final_pct 26.6 \
]
## layout by cell type, fill, tap and decap left out, drive strengths merged, types with 4 or more instances in the layout
master	count
and3	4
nor2	18
clkdlybuf4s50	26
mux2i	9
ha	28
nor3	5
o21ai	4
conb	7
a21oi	12
buf	7
a21o	4
nand2	9
inv	20
xnor2	10
## power breakdown
part	switching [mW]	leakage (nW)	internal [mW]	total [mW]
Combinational	0.116	0.853	0.136	0.252
Clock	0	0	0	0
Sequential	0	0	0	0
## layout make-up
type | instances | area, µm²
inverters | 21 | 78.8
repair buffers | 33 | 313
multi-input cells | 157 | 1350
fillers | 855 | 6350
well taps | 105 | 131
## worst max path at each step
stage / endpoint
finish: o_seg[3]
CTS: o_seg[3]
global route: o_seg[3]
## layer usage
metal  vias up  routed length, µm  global-route usage [%]
met5         -                  0                       0
met4         0                  0                       0
met3         0                 81                   0.380
met2        14               1920                    10.5
met1       585               1760                    7.28
li1        688                  -                       -
## kinds of logic (layout without fill, tap and decap cells)
group,Yosys count,after routing,share of synthesized area (%)
fa+ha+maj,30,30,26.4
buf+inv,34,54,11.9
compound gates,43,43,24.6
other cells,1,7,0.254
simple gates,50,50,16.8
xor+xnor,15,15,11.8
mux,12,12,8.38
## worst max-delay path, cell delays in order
cell	delay, ps
clkdlybuf4s50_1	560
inv_1	90
ha_1	320
mux2_2	280
ha_1	270
a21o_1	200
a21oi_4	220
xnor2_2	180
xnor2_1	160
a221oi_4	320
inv_1	90
ha_1	200
inv_1	70
o2111ai_1	100
mux2_2	280
a22oi_2	160
clkdlybuf4s50_1	480
## through the flow
step	setup slack [ps]	instances	area (µm²)	util, %
final	255	316	1870	22.8
after global routing	21.4	316	1870	22.8
after CTS	102	316	1850	22.5
after detailed placement	102	316	1850	22.5
after global placement	204	316	1850	22.5
after floorplan	1310	191	1500	-
## what timing repair did
item | CTS | global route
setup endpoints to repair | 0 | 5
gates resized | 0 | 4
hold endpoints to repair | 0 | 0
No activity file was given, so power comes from the tool's default toggle rates.
